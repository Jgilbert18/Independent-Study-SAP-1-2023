==> flow/design.v <==
module Program_Counter(nCLR, nCLK, Cp, Ep, WBus);
input nCLR, nCLK, Cp, Ep;  
output [3:0] WBus;  
reg [3:0] WBus;   
always @ (negedge nCLK)  
begin
  if (Cp == 1) 
    begin
      WBus = WBus + 1;
    end
  if (nCLR == 0)  
    begin
      WBus = 0;
    end
end  
endmodule
==> flow/run.sh <==
#!/bin/bash
# OpenROAD 26Q1-2900-gdf79404cd8, Yosys 0.63+post, stock flow scripts
make -C /OpenROAD-flow-scripts/flow DESIGN_CONFIG=/design/flow/config.mk WORK_HOME=/design/flow/orfs finish
==> flow/config.mk <==
export PLATFORM = sky130hd
export DESIGN_NAME = Program_Counter
export DESIGN_NICKNAME = Program_Counter
export VERILOG_FILES = /design/flow/design.v
export SDC_FILE = /design/flow/constraint.sdc
export NUM_CORES = 4
export LEC_CHECK = 1
export CORE_AREA = 10 10 70 70
export DIE_AREA = 0 0 80 80
==> flow/constraint.sdc <==
current_design Program_Counter

set clk_period 1.2
set clk_io_pct 0.2

create_clock -name clk0 -period $clk_period [get_ports {nCLK}]

set non_clock_inputs [all_inputs -no_clocks]
set_input_delay [expr $clk_period * $clk_io_pct] -clock clk0 $non_clock_inputs
set_output_delay [expr $clk_period * $clk_io_pct] -clock clk0 [all_outputs]
==> results.json <==
{
  "cap_violations": 0,
  "drive_above_1_share_pct": 54.29,
  "wl_per_cell_um": 7.183,
  "ant_nets": 0,
  "setup_viol": 4,
  "cts_buffers": 3,
  "largest_reg_flops": 4,
  "swShare_pct": 27.88,
  "common_cells": "4 x dfxtp_1, 2 x inv_1, 2 x mux2i_1, 2 x nor2_1",
  "drtIter0Drc": 5,
  "setup_ws_ns": -0.3600,
  "arrival_ns": 1.32,
  "warnings": 32,
  "cts_tree": "done",
  "top_cell": "dfxtp_1",
  "cp_slowest_cell": "dfxtp_2",
  "grt.total_usage_pct": 2.017,
  "status": "finished, violations left",
  "synth_cells": 18,
  "netlist_area_sq_um": 175.2,
  "area_growth_pct": 107.9,
  "rows": 21,
  "wirelength_um": 589,
  "cellPowerDensity_mw_per_mm2": 1165,
  "relSlewSlack_pct": 89.63,
  "yosys_warnings": 1,
  "grt_max_degree": 6,
  "dp_hpwl_um": 394.3,
  "syn_area_per_cell_sq_um": 9.732,
  "die_area_sq_mm": 0.006400,
  "yosys_cells": 18,
  "dr.pass1.iters": 2,
  "path_clk_slew_ns": 0.04,
  "viasPerCell": 2.378,
  "yosys.area.top_type_share_pct": 45.71,
  "grt-ovfl-total": 0,
  "cp_top_family": "flip-flops",
  "slowest_delay_ns": 0.32,
  "fp.dieW_um": 80,
  "vias": 195,
  "globalplace.congestion": 0.6428,
  "start_kind": "flop",
  "fin_area_sq_um": 364.1,
  "insertion_delay_ns": 0.29,
  "hp-class": "flop to flop",
  "crit_type": "flop to primary output",
  "cts_buffer_depth": 2,
  "p_total_uw": 424.0,
  "p_comb_share_pct": 13.5,
  "port_buffers": 6,
  "maxSlewViolCount": 0,
  "htreeDepth": 1,
  "p_leak_nw": 0.1720,
  "fin_setup_tns_ns": -1.392,
  "p_clk_share_pct": 51.8,
  "synth_seq_share_pct": 45.71,
  "dpl_cell_area_sq_um": 307.8,
  "grt_pass1_wl_um": 972,
  "ys_ff": 4,
  "io_pins": 8,
  "rsz0062_at_grt": "yes",
  "clock-sinks": 4,
  "ys_types": 12,
  "tightest_slew_ns": 0.1512,
  "internal_power_uw": 305.8,
  "skew_ns": 0.007920,
  "finalHoldViolations": 0,
  "hold_slack_ns": 0.6048,
  "dieHeight_um": 80,
  "pwr-share-seq_pct": 34.7,
  "clockRootBuffer": "clkbuf_4",
  "yosysChipArea_sq_um": 175.2,
  "antenna_found_initial": 1,
  "edf_count": 0,
  "drc_errors": 0,
  "vdd_ir_drop_max_mv": 0.2554,
  "core_area_sq_mm": 0.003416,
  "synthArstFlopShare_pct": 0,
  "worstPathRequired_ns": 0.96,
  "ff_type": "dfxtp_1",
  "grt_pass1_vias": 214,
  "worstPathMaxFanout": 2,
  "yosysTopAreaCell": "dfxtp_1",
  "cp-end-kind": "primary output",
  "switching_power_uw": 118.2,
  "fp-utilization_pct": 5.128,
  "crit_buf_inv": 1,
  "crit_chain": "buf_6",
  "ys_top_cells_by_area": "dfxtp_1 46%, mux2i_1 11%, ha_1 7.1%",
  "violations": "negative setup slack"
}
-- layer usage --
metal	vias up	part of all wire (%)	track usage, %
li1	97	-	-
met1	89	44	1.868
met2	9	30	2.006
met3	0	26	3.523
met4	0	0	0.5282
met5	-	0	0
-- cells in the final DEF (no fill, tap or decap) --
cell type,instances
ha_4,1
nand4_1,1
mux2i_1,2
xnor2_1,1
a21bo_2,1
nor2_1,2
dlygate4sd2_1,1
diode_2,1
dfxtp_2,4
clkbuf_4,3
nand2_1,1
buf_2,4
a21oi_1,1
nand2b_1,1
buf_6,1
buf_4,5
nand3b_1,1
inv_1,5
-- tightest hold or removal path, stage by stage, from the launching register on --
cell and delay [ns]:
dfxtp_2 0.32, buf_4 0.12, nand2_1 0.06, mux2i_1 0.06
-- layout make-up --
type                       instances  area (sq um)
timing repair buffer              11         77.57
multi-input combinational         12         100.1
inverter                           1         3.754
fill                             403          3052
antenna                            1         2.502
sequential                         4         85.08
tap                               46         57.56
clock buffer                       3         22.52
clock inverter                     4         15.01
-- cell families (layout without fill, tap and decap cells) --
group | Yosys count | count (layout) | share of synthesized area [%]
compound gates | 2 | 2 | 8.569
xor+xnor | 1 | 1 | 5.001
fa+ha+maj | 1 | 1 | 7.142
buf+inv | 2 | 19 | 4.287
flops | 4 | 4 | 45.72
mux | 2 | 2 | 11.43
other cells | 0 | 1 | 0
simple gates | 6 | 6 | 17.86
-- through the flow --
step	worst slack, ns	utilization, %	std cells
final	-0.3600	10.66	82
after detailed placement	-0.6373	9.011	72
after global routing	-0.3917	10.66	82
after floorplan	0.02796	-	18
after global placement	-0.6106	9.011	72
after CTS	-0.3737	10.00	80
-- worst paths after layout --
kind / to / slack (ns) / cells after the start / start
max reg2reg: WBus[2] / 0.10 / 5 / WBus[1]
min reg2reg: WBus[3] / 0.60 / 3 / WBus[3]
min: WBus[3] / 0.60 / 3 / WBus[3]
max: WBus[3] / -0.36 / 1 / WBus[3]
-- power by group through the flow --
stage	registers, mW	clock network (mW)	logic (mW)
after CTS	0.147	0.233	0.0491
after global routing	0.148	0.250	0.0656
final	0.147	0.220	0.0573
-- timing repair --
item	in CTS	in global routing
pin swaps	0	1
buffers inserted	2	1
resized	21	3
endpoints found under the hold margin	0	0
hold buffers	0	0
setup endpoints to repair	8	6
Power figures rest on the tool's default switching activity, not on a simulated workload.
