<file path="/design/flow/run.sh">
#!/bin/bash
# OpenROAD 26Q1-2900-gdf79404cd8, Yosys 0.63+post, stock flow scripts
make -C /OpenROAD-flow-scripts/flow DESIGN_CONFIG=/design/flow/config.mk WORK_HOME=/design/flow/orfs finish
</file>
<file path="/design/flow/config.mk">
export PLATFORM = sky130hd
export DESIGN_NAME = Instruction_Register
export DESIGN_NICKNAME = Instruction_Register
export VERILOG_FILES = /design/flow/design.v
export SDC_FILE = /design/flow/constraint.sdc
export NUM_CORES = 4
export LEC_CHECK = 1
export CORE_AREA = 10 10 70 70
export DIE_AREA = 0 0 80 80
</file>
<file path="/design/flow/constraint.sdc">
current_design Instruction_Register

set clk_period 1.0
set clk_io_pct 0.2

create_clock -name clk0 -period $clk_period [get_ports {CLK}]

set non_clock_inputs [all_inputs -no_clocks]
set_input_delay [expr $clk_period * $clk_io_pct] -clock clk0 $non_clock_inputs
set_output_delay [expr $clk_period * $clk_io_pct] -clock clk0 [all_outputs]
</file>
<file path="/design/flow/design.v">
module Instruction_Register(CLK, nLi, nEi, CLR, wbus, wbuslower, opcode);
input CLK, nLi, nEi, CLR;  
input [7:0] wbus;   
output [3:0] wbuslower, opcode;   
reg [7:0] wbusin;   
reg [3:0] wbusout;   
wire[7:0] wbuslow;   
assign opcode = wbusin[7:4];   
assign wbuslow = wbusin[3:0];  
always @ (posedge CLK)
  begin       
    if (CLR)
      begin 
        wbusin = 8'b0; 
        wbusout = 4'bz;  
    end
  else if(!nLi)  
    begin
      wbusin = wbus; 
      wbusout = 4'bz; 
    end
  if (!nEi)  
    begin
      wbusout = wbuslow;
    end
  end
endmodule
</file>
==> summary.rpt <==
==================================================================================================
Share of total power in sequential cells                                                     0.413
Maximum number of pins on one net before global-route repair                                     5
Power share of the clock group                                                               0.460
Final min period                                                                         0.9686 ns
Global-route congestion overflow total                                                           0
Leakage component of the power                                                           0.1482 nW
RSZ-0062 raised after global routing                                                         false
Max Fanout on Critical Path                                                                      2
Via count of the first global-routing pass                                                     162
Cell count in the Yosys report                                                                  18
First-pass iteration count of the detailed router                                                1
Number of buffers created by CTS                                                                 3
Final weighted congestion in routability-driven placement                                   0.7171
Setup-failing EPs final                                                                          0
# clock sinks                                                                                    4
First-pass GRT wire length                                                                  779 µm
Die span in x                                                                                80 µm
Worst hold slack                                                                         0.3955 ns
Vert. Die Dim                                                                                80 µm
Clock transition time at the flip-flop clock pins of the worst setup and hold paths        0.04 ns
Hold violation count in the final report                                                         0
Nature of the critical path startpoint                                                        flop
Total power divided by cell area                                                       1264 nW/µm²
Path type of the worst min-delay path                                                    in -> reg
Per-cell routed wire length                                                               6.803 µm
Share of Yosys cell area claimed by the top area cell type                                  0.4604
Fmax                                                                                      1032 MHz
Result of the run                                                                     finished clean
Area growth from synthesis to layout                                                        93.53%
Number of flip-flops in the largest register                                                     4
Yosys warning total                                                                              7
Total standard cell area after synthesis                                                 173.9 µm²
Total die area                                                                            6400 µm²
Maximum capacitance violations                                                                   0
Cell family contributing the most delay on the critical path                            flip-flops
Switching part of the total power                                                           0.1909
Nature of the critical path endpoint                                                    output pin
Worst-skew pair later-pin latency                                                          0.23 ns
Std-Cell Rows                                                                                   21
Power Total                                                                              0.4254 mW
Floorplan-stage core utilization                                                           0.05092
Number of I/O pins                                                                              20
Yosys stat chip area                                                                     173.9 µm²
Critical path, cell by cell                                                           dlygate4sd2_1
Post-route cell area                                                                     336.6 µm²
Final cycle utilization of the critical path                                                0.9686
Critical path buffer and inverter count                                                          1
Hold-fix buffer count after cts                                                                  0
First element of the critical path                                                    wbusin[6]$_SDFFE_PP0N_
Violation count after the first detailed-routing iteration                                       0
Number of vias per cell after detailed routing                                               2.013
Fraction of final layout cells sized beyond drive strength 1                                0.2069
Data required time at the worst endpoint                                                   0.80 ns
FF-to-FF setup slack                                                                       0.39 ns
Number of remaining DRC errors                                                                   0
Library cell with the largest summed area after synthesis                                  dfxtp_1
Placeable core area                                                                       3416 µm²
CP Data Arrival Time                                                                       0.77 ns
Launch instance of the worst register-to-register path                                wbusin[6]$_SDFFE_PP0N_
Clk_skew                                                                                      0 ns
Clock tree root driver cell                                                               clkbuf_4
Internal power                                                                           0.3442 mW
Switching pwr                                                                           0.08122 mW
Total detailed-routing wirelength                                                           517 µm
TritonCTS clock tree                                                                           yes
Filler Cells Inserted                                                                          404
Overall track demand over capacity in global routing                                       0.01644
Via Count                                                                                      153
CTS Buffer Depth                                                                                 2
Origin of the worst min-delay path                                                             nLi
Yosys reg bits                                                                                   4
Top area cells in the synthesized netlist                                             dfxtp_1 46%, mux2i_1 23%, buf_4 17%, nor2_1 8.6%, clkbuf_2 2.9%
Tally of nets with antenna violations remaining after routing                                    0
Delay of the slowest cell on the worst path                                                0.31 ns
Post-synthesis instance total                                                                   18
Cell Area, Placed                                                                        307.8 µm²
Count of buffers added by post-CTS timing repair for setup                                       0
Portion of total power attributed to combinational logic                                     0.127
H-tree depth                                                                                     1
Post-Synthesis Mean Instance Area                                                        9.662 µm²
Distinct cells, synth                                                                            6
Total of buffers placed on input and output ports                                               10
Path type of the worst setup path                                                       reg -> out
Library cell contributing the largest single delay on the critical path                    dfxtp_2
Worst IR Drop VDD                                                                        0.1753 mV
Sequential-to-total area share from yosys stat                                              0.4604
Final Max Tran Viols                                                                             0
OpenROAD warning count                                                                          30
Initial antenna violation count                                                                  1
==================================================================================================
-- layout make-up --
cell class,count,area (µm²),share of cell area
Tap cell,46,57.56,0.1710
Multi-Input combinational cell,12,70.07,0.2082
Antenna cell,1,2.502,0.007435
Timing Repair Buffer,10,100.1,0.2974
Sequential cell,4,83.83,0.2491
Clock buffer,3,22.52,0.06691
-- routing by layer --
layer / vias to the layer above / global-route usage / wire length [µm]
met5: - / 0 / 0
met4: 0 / 0.005282 / 7
met3: 2 / 0.02386 / 146
met2: 14 / 0.01846 / 169
met1: 65 / 0.01596 / 194
li1: 72 / - / -
-- cells in the final DEF (no fill, tap or decap) --
cell type        Yosys  final
clkdlybuf4s15_1      0      2
dfxtp_2              0      3
diode_2              0      1
dfxtp_1              4      1
conb_1               1      4
mux2i_1              4      4
clkdlybuf4s50_1      0      5
nor2_1               4      4
dlygate4sd2_1        0      2
dlymetal6s2s_1       0      1
clkbuf_4             0      3
-- final timing paths --
kind | endpoint | cells past startpoint
max reg2reg | wbusin[6]$_SDFFE_PP0N_ | 2
min | wbusin[7]$_SDFFE_PP0N_ | 3
max | opcode[2] | 1
min reg2reg | wbusin[5]$_SDFFE_PP0N_ | 2
-- power by group through the flow --
| stage | logic (mW) | clock network, mW | registers [mW] |
|---|---|---|---|
| 5_1_grt | 0.0611 | 0.217 | 0.177 |
| 4_1_cts | 0.0553 | 0.207 | 0.175 |
| 6_report | 0.0542 | 0.196 | 0.176 |
-- kinds of logic (layout without fill, tap and decap cells) --
logic type,after synthesis,after routing,share of synthesized area
muxes,4,4,0.2302
and+or+nand+nor,4,4,0.08631
other,1,5,0.02156
DFF,4,4,0.4605
buffers and inverters,5,13,0.2014
-- worst min-delay path: cells and delay by family --
kind,cells,cell delay [ns]
multiplexers,1,0.11
AND/OR/NAND/NOR,1,0.07
buffers and inverters,1,0.21
-- repair_timing --
| action | in CTS | in global routing |
|---|---|---|
| pin swaps | 0 | 0 |
| setup endpoints to repair | 4 | 3 |
| gates resized | 7 | 3 |
| cloned | 0 | 0 |
-- metrics by stage --
step                TNS (ns)     util  worst slack (ns)  instances
floorplan                  0        -            0.3219         21
global placement     -0.6704  0.09011           -0.1718         72
detailed placement   -0.6931  0.09011           -0.1764         72
CTS                        0  0.09634           0.01721         75
global route               0  0.09853          0.005475         76
finish                     0  0.09853           0.03138         76
-- synth_stat cells --
| cell type | instances |
|---|---|
| buf_4 | 4 |
| clkbuf_2 | 1 |
| conb_1 | 1 |
| dfxtp_1 | 4 |
| mux2i_1 | 4 |
| nor2_1 | 4 |
Power figures rest on the tool's default switching activity, not on a simulated workload.
