`flow/design.v`:
```
module Controller_Sequencer(CLK, CLR, cntrl_bus, opcode);
input CLK,CLR;
input [3:0] opcode;
output [11:0] cntrl_bus;   
reg [5:0] ringcount;
reg [11:0] cntrl_bus;      
wire [5:0] state ;
parameter 
  T1 = 1,
  T2 = 2,
  T3 = 4,
  T4 = 8,
  T5 = 16,
  T6 = 32;
always @ (negedge CLK)
  begin
    if (CLR)  
      ringcount = 1;
   else case(ringcount)    
      T1: ringcount <= T2;
      T2: ringcount <= T3;
      T3: ringcount <= T4;
      T4: ringcount <= T5;
      T5: ringcount <= T6; 
      T6: ringcount <= T1;
   endcase
  end
assign state = ringcount;
always @(negedge CLK)
  case ({state, opcode})               
  {T1, 4'hx}: cntrl_bus = 12'h5E3;     
  {T2, 4'hx}: cntrl_bus = 12'hBE3;
  {T3, 4'hx}: cntrl_bus = 12'h263;     
  {T4, 4'h0}: cntrl_bus = 12'h1A3;
  {T5, 4'h0}: cntrl_bus = 12'h2C3;
  {T6, 4'h0}: cntrl_bus = 12'h3E3;
  {T4, 4'h0}: cntrl_bus = 12'h1A3;
  {T5, 4'h0}: cntrl_bus = 12'h2E1;  
  {T6, 4'h0}: cntrl_bus = 12'h3C7;
  {T4, 4'h0}: cntrl_bus = 12'h1A3;
  {T5, 4'h0}: cntrl_bus = 12'h2E1;
  {T6, 4'h0}: cntrl_bus = 12'h3EF;
  {T4, 4'h0}: cntrl_bus = 12'h3F2;
  {T5, 4'h0}: cntrl_bus = 12'h3E3;
  {T6, 4'h0}: cntrl_bus = 12'h3E3;
  {T4, 4'h0}: cntrl_bus = 12'h3E3;
  {T5, 4'h0}: cntrl_bus = 12'h3E3;
  {T6, 4'h0}: cntrl_bus = 12'h3E3;
  endcase
endmodule
```
`flow/run.sh`:
```
#!/bin/bash
# OpenROAD 26Q1-2900-gdf79404cd8, Yosys 0.63+post, stock flow scripts
make -C /OpenROAD-flow-scripts/flow DESIGN_CONFIG=/design/flow/config.mk WORK_HOME=/design/flow/orfs finish
```
`flow/config.mk`:
```
export PLATFORM = sky130hd
export DESIGN_NAME = Controller_Sequencer
export DESIGN_NICKNAME = Controller_Sequencer
export VERILOG_FILES = /design/flow/design.v
export SDC_FILE = /design/flow/constraint.sdc
export NUM_CORES = 4
export LEC_CHECK = 1
export CORE_AREA = 10 10 87 87
export DIE_AREA = 0 0 97 97
```
`flow/constraint.sdc`:
```
current_design Controller_Sequencer

set clk_period 2.1
set clk_io_pct 0.2

create_clock -name clk0 -period $clk_period [get_ports {CLK}]

set non_clock_inputs [all_inputs -no_clocks]
set_input_delay [expr $clk_period * $clk_io_pct] -clock clk0 $non_clock_inputs
set_output_delay [expr $clk_period * $clk_io_pct] -clock clk0 [all_outputs]
```
==> results.py <==
# Auto-generated metrics
metrics = {
    "finish": {
        "layout_top_cells": "inv_1 (14), buf_2 (8), nor2_1 (7), edfxtp_1 (7)",
        "drive_gt1_frac": 0.2421,
        "fin_area_sq_um": 983.4,
        "area_growth_pct": 41.88,
        "fill_cells": 608,
        "final_common_cell": "inv_1",
    },
    "global_routing": {
        "grt_pass1_wl_um": 2497,
        "grt_max_degree": 14,
        "grt_overflow": 0,
        "gr-usage-all-layers": 0.03074,
        "grt_antenna_before_repair": 0,
        "first_global_vias": 593,
    },
    "yosys": {
        "synth-edff-count": 7,
        "syn_inst": 72,
        "ys_chip_area_sq_um": 693.2,
        "ys.warnings.count": 1,
        "synth_area_per_cell_sq_um": 9.627,
        "ys_cells": 72,
        "syn-cell-area_sq_um": 693.2,
        "ys_ff": 13,
        "synth_cell_types": 27,
        "ys_async_sr_fraction": 0,
        "synth-main-ff-cell": "edfxtp_1",
        "ys_seq_frac": 0.4765,
    },
    "critical_path": {
        "cpPeakStageDelay_ns": 0.35,
        "critPathArrivalTime_ns": 1.83,
        "crit_chain": "buf_2",
        "startpoint_type": "flop",
        "critPathTopFamily": "flip-flops",
        "crit_fanout": 1,
        "endpoint_kind": "output pin",
        "crit_required_ns": 1.68,
        "critical_path_class": "reg2out",
        "critPathSlowestCell": "edfxtp_1",
        "path_buffers": 1,
    },
    "run_status": {
        "outcome": "finished with violations",
        "violations": "negative setup slack",
    },
    "job": {
        "drv_cap": 0,
        "warnings": 41,
    },
    "routing": {
        "drt-pass1-iter-count": 2,
        "top_layer": "met3",
        "drt_iter0_drc": 18,
        "antenna_left": 0,
        "drc": 0,
        "n_antenna_cell": 0,
        "viasPerCell": 3.407,
        "drt_wl_total_um": 1487,
        "m1WireLength_um": 609,
        "dr_wl_met3_um": 155,
        "wl_per_cell_um": 8.904,
        "num_vias": 569,
        "wl_met2_um": 723,
    },
    "power_and_ir_drop": {
        "ir_drop_uv": 289.0,
        "powerDensity_nw_per_um2": 766.4,
        "cellLeakagePower_nw": 0.4018,
    },
    "cts": {
        "clockRootBuffer": "clkbuf_8",
        "cts_buffers": 3,
        "cts_hold_buf": 0,
        "clock_sinks": 13,
        "cts_setup_buffers": 0,
        "htree_levels": 1,
        "cts_tree": "built",
        "insertion_delay_ns": 0.31,
        "clk_path_buf_depth": 2,
        "clk_pin_slew_ns": 0.04,
    },
    "place": {
        "placed_cell_area_sq_um": 907.1,
        "dpl.hpwl_um": 1068,
        "place.gp.congestion": 0.7064,
        "io_buffers": 12,
    },
    "hold_path": {
        "hold_class": "reg2reg",
    },
    "final_timing": {
        "drv_slew": 0,
        "rsz0062_at_grt": "true",
        "layout_setup_ws_ns": -0.1499,
        "worst_clock_skew_ns": 0.01139,
        "setup_viol": 18,
        "fin_hold_ws_ns": 0.6282,
        "hold_viol_final": 0,
    },
    "floorplan": {
        "ios": 18,
        "core_area_sq_um": 5642,
        "rows": 27,
        "fp.dieH_um": 97,
        "fp_util": 0.1229,
        "die_w_um": 97,
        "dieArea_sq_um": 9409,
    },
}
-- cells by family (layout without fill, tap and decap cells) --
group	count (synthesis)	after routing	synth area share
compound gates	8	8	0.07221
flops	13	13	0.4765
simple gates	27	27	0.2148
xor+xnor	3	3	0.03791
buf+inv	13	33	0.1011
mux	6	6	0.08665
other cells	2	5	0.01083
-- what timing repair did --
item / 4_1_cts / 5_1_grt
gates resized: 39 / 4
pin swaps: 5 / 4
setup endpoints to repair: 19 / 18
-- synthesized netlist by cell type (all sizes together) (3+ instances only) --
cell    number  area share
o21ai        5       0.036
nor4         6       0.054
nor3         3       0.022
mux2i        6       0.087
edfxtp       7        0.30
buf          9       0.079
dfxtp        6        0.17
clkbuf       3       0.016
nor2         7       0.038
-- power by group --
group	switching (W)	internal, W
clock network	0.000139	0.000162
registers	0.0000220	0.000298
logic	0.0000612	0.0000713
-- flip-flops by register name (all words and copies together) (netlist names) --
signal,count
cntrl_bus,7
ringcount,6
-- layer usage --
| metal | vias to the layer above | global-route usage |
|---|---|---|
| met1 | 261 | 0.02940 |
| met4 | 0 | 0.01015 |
| met5 | - | 0 |
| met3 | 0 | 0.02507 |
| li1 | 294 | - |
| met2 | 14 | 0.04857 |
-- per-stage QoR --
stage / instances / setup TNS, ns / total power [W] / worst slack [ns] / util
floorplan: 75 / -3.445 / 0.0004481 / -0.4021 / -
global placement: 151 / -11.09 / 0.0005016 / -0.8299 / 0.1608
detailed placement: 151 / -11.31 / 0.0005032 / -0.8392 / 0.1608
CTS: 167 / -2.948 / 0.0007629 / -0.2149 / 0.1710
global route: 167 / -3.034 / 0.0008214 / -0.2000 / 0.1743
finish: 167 / -2.297 / 0.0007537 / -0.1499 / 0.1743
-- cell type report --
type | count | area [sq um] | area share
Timing Repair Buffer | 16 | 116.4 | 0.1183
Sequential cell | 13 | 330.3 | 0.3359
Clock buffer | 3 | 41.29 | 0.04198
Clock inverter | 14 | 52.55 | 0.05344
Tap cell | 72 | 90.09 | 0.09160
Multi-Input combinational cell | 49 | 352.8 | 0.3588
-- path summary, 6_finish.rpt --
| check | from | endpoint | slack, ns | cells after the start |
|---|---|---|---|---|
| worst max register to register | ringcount[4] | cntrl_bus[7] | 0.38 | 2 |
| worst min-delay path | ringcount[3] | cntrl_bus[6] | 0.63 | 1 |
| worst min register to register | ringcount[3] | cntrl_bus[6] | 0.63 | 1 |
| worst max-delay path | cntrl_bus[9] | cntrl_bus[9] | -0.15 | 1 |
Power figures rest on the tool's default switching activity, not on a simulated workload.
